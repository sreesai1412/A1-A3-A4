==> flow/design.v <==
module full_subtractor (
  output Bor_out, d,
  input a, b, Bor_in
  );
wire int1, int2, int3, int4, b_bar;
xor (int1, a, b);
xor (d, int1, Bor_in);
not (int2, int1);
and (int3, int2, Bor_in);  
not (b_bar, b);
and (int4, b_bar, a);  
or  (Bor_out, int4, int3);
endmodule
module sub (
  output Bor_out,
  output signed [31:0] d,
  input  signed [31:0] a, b
  );
wire [30:0] bor;
full_subtractor sub0  (.Bor_out(bor[ 0]), .d(d[ 0]), .b(a[ 0]), .a(b[ 0]), .Bor_in(0      ));
full_subtractor sub1  (.Bor_out(bor[ 1]), .d(d[ 1]), .b(a[ 1]), .a(b[ 1]), .Bor_in(bor[ 0]));
full_subtractor sub2  (.Bor_out(bor[ 2]), .d(d[ 2]), .b(a[ 2]), .a(b[ 2]), .Bor_in(bor[ 1]));
full_subtractor sub3  (.Bor_out(bor[ 3]), .d(d[ 3]), .b(a[ 3]), .a(b[ 3]), .Bor_in(bor[ 2]));
full_subtractor sub4  (.Bor_out(bor[ 4]), .d(d[ 4]), .b(a[ 4]), .a(b[ 4]), .Bor_in(bor[ 3]));
full_subtractor sub5  (.Bor_out(bor[ 5]), .d(d[ 5]), .b(a[ 5]), .a(b[ 5]), .Bor_in(bor[ 4]));
full_subtractor sub6  (.Bor_out(bor[ 6]), .d(d[ 6]), .b(a[ 6]), .a(b[ 6]), .Bor_in(bor[ 5]));
full_subtractor sub7  (.Bor_out(bor[ 7]), .d(d[ 7]), .b(a[ 7]), .a(b[ 7]), .Bor_in(bor[ 6]));
full_subtractor sub8  (.Bor_out(bor[ 8]), .d(d[ 8]), .b(a[ 8]), .a(b[ 8]), .Bor_in(bor[ 7]));
full_subtractor sub9  (.Bor_out(bor[ 9]), .d(d[ 9]), .b(a[ 9]), .a(b[ 9]), .Bor_in(bor[ 8]));
full_subtractor sub10 (.Bor_out(bor[10]), .d(d[10]), .b(a[10]), .a(b[10]), .Bor_in(bor[ 9]));
full_subtractor sub11 (.Bor_out(bor[11]), .d(d[11]), .b(a[11]), .a(b[11]), .Bor_in(bor[10]));
full_subtractor sub12 (.Bor_out(bor[12]), .d(d[12]), .b(a[12]), .a(b[12]), .Bor_in(bor[11]));
full_subtractor sub13 (.Bor_out(bor[13]), .d(d[13]), .b(a[13]), .a(b[13]), .Bor_in(bor[12]));
full_subtractor sub14 (.Bor_out(bor[14]), .d(d[14]), .b(a[14]), .a(b[14]), .Bor_in(bor[13]));
full_subtractor sub15 (.Bor_out(bor[15]), .d(d[15]), .b(a[15]), .a(b[15]), .Bor_in(bor[14]));
full_subtractor sub16 (.Bor_out(bor[16]), .d(d[16]), .b(a[16]), .a(b[16]), .Bor_in(bor[15]));
full_subtractor sub17 (.Bor_out(bor[17]), .d(d[17]), .b(a[17]), .a(b[17]), .Bor_in(bor[16]));
full_subtractor sub18 (.Bor_out(bor[18]), .d(d[18]), .b(a[18]), .a(b[18]), .Bor_in(bor[17]));
full_subtractor sub19 (.Bor_out(bor[19]), .d(d[19]), .b(a[19]), .a(b[19]), .Bor_in(bor[18]));
full_subtractor sub20 (.Bor_out(bor[20]), .d(d[20]), .b(a[20]), .a(b[20]), .Bor_in(bor[19]));
full_subtractor sub21 (.Bor_out(bor[21]), .d(d[21]), .b(a[21]), .a(b[21]), .Bor_in(bor[20]));
full_subtractor sub22 (.Bor_out(bor[22]), .d(d[22]), .b(a[22]), .a(b[22]), .Bor_in(bor[21]));
full_subtractor sub23 (.Bor_out(bor[23]), .d(d[23]), .b(a[23]), .a(b[23]), .Bor_in(bor[22]));
full_subtractor sub24 (.Bor_out(bor[24]), .d(d[24]), .b(a[24]), .a(b[24]), .Bor_in(bor[23]));
full_subtractor sub25 (.Bor_out(bor[25]), .d(d[25]), .b(a[25]), .a(b[25]), .Bor_in(bor[24]));
full_subtractor sub26 (.Bor_out(bor[26]), .d(d[26]), .b(a[26]), .a(b[26]), .Bor_in(bor[25]));
full_subtractor sub27 (.Bor_out(bor[27]), .d(d[27]), .b(a[27]), .a(b[27]), .Bor_in(bor[26]));
full_subtractor sub28 (.Bor_out(bor[28]), .d(d[28]), .b(a[28]), .a(b[28]), .Bor_in(bor[27]));
full_subtractor sub29 (.Bor_out(bor[29]), .d(d[29]), .b(a[29]), .a(b[29]), .Bor_in(bor[28]));
full_subtractor sub30 (.Bor_out(bor[30]), .d(d[30]), .b(a[30]), .a(b[30]), .Bor_in(bor[29]));
full_subtractor sub31 (.Bor_out(Bor_out), .d(d[31]), .b(a[31]), .a(b[31]), .Bor_in(bor[30]));
endmodule
==> flow/run.sh <==
#!/bin/bash
# OpenROAD 26Q1-2900-gdf79404cd8, Yosys 0.63+post, stock flow scripts
make -C /OpenROAD-flow-scripts/flow DESIGN_CONFIG=/design/flow/config.mk WORK_HOME=/design/flow/orfs finish
==> flow/config.mk <==
export PLATFORM = sky130hd
export DESIGN_NAME = sub
export DESIGN_NICKNAME = sub
export VERILOG_FILES = /design/flow/design.v
export SDC_FILE = /design/flow/constraint.sdc
export NUM_CORES = 4
export LEC_CHECK = 1
export CORE_AREA = 10 10 96 96
export DIE_AREA = 0 0 106 106
==> flow/constraint.sdc <==
current_design sub

set clk_period 40.7
set clk_io_pct 0.2

create_clock -name clk0 -period $clk_period

set non_clock_inputs [all_inputs -no_clocks]
set_input_delay [expr $clk_period * $clk_io_pct] -clock clk0 $non_clock_inputs
set_output_delay [expr $clk_period * $clk_io_pct] -clock clk0 [all_outputs]
==> summary.txt <==
Implementation progress

For this run, the detailed router reports a per-instance via density of a little over 3. The count of distinct cell types in the synthesized netlist stands at 4. The peak clock frequency supported by timing stands at ~34 MHz. The half-perimeter wire length after placement stands at between 3000 and 4000 um. Yosys attributes the largest share of cell area to fa_1 (55%), inv_1 (22%), buf_4 (21%).

The via count of the first global-routing pass was 1004. Among logic cells in the layout, the one with the most instances is clkdlybuf4s50_1. The number of antenna violations at the first check in global routing stands at 0. The power report puts the leakage power at 0.000964 uW. The final report gives the standard cell area, fillers excluded, as ~2000 um^2.

The cell count in the Yosys report stands at around 130. Each instance of the synthesized netlist takes up on average 8.62 um^2. The floorplan has 31 rows.

The switching power stands at just under 8 uW. After detailed routing, the average wire length per cell comes to 10.3 um. The critical path is of the input pin to output pin type. The tightest min-delay check is of the input pin to output pin type.

The arrival time at the worst endpoint stands at 21.35 ns. The proportion of power drawn by flip-flops and latches stands at 0. In this run, post-CTS hold repair placed 0 buffers. The power density over the cells stands at 14.0 nW/um^2.

Before any placement, the netlist area is recorded as between 1000 and 1500 um^2. By instance count, the cell type seen most on the critical path is fa_1. The max-slew violation count stands at 0. In the power breakdown, the internal column shows 19.8 uW. The number of antenna diodes in the final layout is 0. In the detailed route, the total length drawn on met3 is 775 um. The placed instances occupy a cell area of between 1500 and 2000 um^2. According to the timing report, the data required time at the worst endpoint equals 32.56 ns.

The shortest clock period the worst path allows after layout stands at 29.49 ns. The proportion of total power due to net switching stands at 0.283. The largest driver fanout on the critical path stands at 1. The number of ports placed on the die boundary stands at a little under 100. The warning count from the yosys run stands at 0. The worst-case hold slack stands at 17.28 ns. Per the final timing report, the hold violations number 0. The wire length on met2 stands at a little under 1000 um. Per STA, the highest per-stage delay on the worst path measures around 0.45 ns. The first global-routing pass estimated 4890 um of wire. In the final layout, the fill cell count is roughly 800. Post-route period utilization is reported as 0.725. The timing report shows that the slowest cell on the worst path is clkdlybuf4s50_1. The worst setup path is launched from an input pin. In the log, the iteration count for the first detailed-route pass is 1. In this run the vertical extent of the chip is around 110 um. The post-CTS setup buffer count stands at 0. The violation tally recorded at the end of detailed-routing iteration 0 is 0. Per the OpenROAD floorplan log, the area of the die is around 11000 um^2. The slew at the pin with the worst max-slew slack stands at about 0.12 ns. The share of synthesized area in the top cell type comes to 0.554.

In the layout the commonest cells are clkdlybuf4s50_1 (97), inv_1 (66), fa_1 (31), ha_1 (1). According to the timing report, the critical path is captured at d[31]. At the placement stage, the worst setup path has a slack of between 10 and 15 ns. The met1 wire length stands at roughly 1300 um. The count of final setup violators stands at 0.

The flip-flop and latch area stands at 0 um^2. The global-route total usage across every layer stands at 0.0527. Buffers placed on the I/O ports in this run total approximately 97.

STA classifies the critical path endpoint as an output pin. The sequential element share of the synthesized area stands at 0. The number of maximum-capacitance constraint violations stands at 0. The pre-placement core utilization stands at 0.155. The final layout contains a sequential cell count of 0. The share of power burned in the clock network stands at 0. The number of nets with antenna violations after routing stands at 0.

The smallest setup slack after layout stands at 11.21 ns. Synthesis handed over a netlist of between 100 and 150 instances. The final core utilization stands at 0.274. Per the detail_route log, the uppermost layer with routed signals is met3. The combinational group share of total power stands at 1.000.

In this run, post-CTS repair resized a total of 0 instances. The worst voltage drop across the vdd grid stands at roughly 0.0042 mV. The total number of warnings across the stage logs stands at 32. In this run the layout overhead on the synthesized area is reported as 76.2%. The largest total area in the synthesized netlist belongs to fa_1. Per the layout report, the design carries 0 clock buffers. The remaining max-slew budget at the tightest pin stands at 0.918. The placer congestion estimate stands at approximately 0.8. The fraction of layout cells with a size suffix above 1 stands at 0.

Setup repair after global routing left no endpoint under its margin. The most critical setup path has its startpoint at a[0]. Entering global routing, the biggest net connects 2 pins. The summed standard-cell area reported by yosys stands at approximately 1100 um^2. The routed layout has approximately 900 vias. In this run the standard cell core region covers around 7200 um^2.

The floorplan step set the die width to 106 um. The DRC violation count after routing stands at 0. The report gives the cell count of the worst hold path as 5. The global route stage reports its total congestion overflow as 0. The flow ran to the end, and the final reports show no timing, DRC or antenna violations. The aggregate routed wire length stands at 3040 um. Setup total negative slack on the finished layout was measured at 0 ns.
[final cells by class]
cell class	instances	area, um^2	share of cell area
inverter	66	248	0.125
multi-input combinational	32	633	0.320
tap	99	124	0.0627
timing repair buffer	97	971	0.491
[per-stage QoR]
step	power, uW	instances
after CTS	28.6	294
after detailed placement	28.5	294
final	27.7	294
after floorplan	15.3	130
after global routing	32.0	294
after global placement	28.3	294
[power groups by stage]
stage | Combinational (uW) | Sequential, uW | Clock (uW)
4_1_cts | 28.6 | 0 | 0
5_1_grt | 32.0 | 0 | 0
6_report | 27.7 | 0 | 0
[synthesized netlist by cell type]
| cell | instances |
|---|---|
| buf_4 | 32 |
| ha_1 | 1 |
| fa_1 | 31 |
| inv_1 | 66 |
[routing by layer]
layer / up-vias / track usage
met4: 0 / 0
li1: 423 / -
met2: 95 / 0.0689
met5: - / 0
met1: 391 / 0.0655
met3: 0 / 0.0508
[worst min path at each step]
| stage | from | end | slack (ns) |
|---|---|---|---|
| 4_1_cts | b[0] | d[0] | 17.30 |
| 5_1_grt | b[0] | d[0] | 17.33 |
| 6_report | a[0] | d[0] | 17.28 |
[kinds of logic (layout without fill, tap and decap cells)]
kind of cell  after synthesis  after routing  synth area share
buf+inv                    98            163             0.435
fa+ha+maj                  32             32             0.565
[critical path: cells and delay by family]
family / cells / cell delay [ns]
fa+ha+maj: 32 / 12.06
buf+inv: 6 / 1.12
No activity file was given, so power comes from the tool's default toggle rates.
