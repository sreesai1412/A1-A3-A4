### ./run.sh
#!/bin/bash
# OpenROAD 26Q1-2900-gdf79404cd8, Yosys 0.63+post, stock flow scripts
make -C /OpenROAD-flow-scripts/flow DESIGN_CONFIG=/design/flow/config.mk WORK_HOME=/design/flow/orfs finish
### ./config.mk
export PLATFORM = sky130hd
export DESIGN_NAME = dm
export DESIGN_NICKNAME = dm
export VERILOG_FILES = /design/flow/design.v
export SDC_FILE = /design/flow/constraint.sdc
export NUM_CORES = 4
export LEC_CHECK = 1
export CORE_UTILIZATION = 30
export SYNTH_MEMORY_MAX_BITS = 65536
### ./constraint.sdc
current_design dm

set clk_period 55.9
set clk_io_pct 0.2

create_clock -name clk0 -period $clk_period [get_ports {clk}]

set non_clock_inputs [all_inputs -no_clocks]
set_input_delay [expr $clk_period * $clk_io_pct] -clock clk0 $non_clock_inputs
set_output_delay [expr $clk_period * $clk_io_pct] -clock clk0 [all_outputs]
### ./design.v
module dm (
  input clk,
  input [31:0] addr, writeData,
  input memWrite, memRead,
  output [31:0] readData
);
  reg [31:0] mem [0:255];  
  always @(posedge clk) begin 
    if(memWrite)
      mem[addr] <= writeData;
  end
  assign readData = memRead ? mem[addr] : 0;
endmodule
==> summary.txt <==
run results: final hold vios 0, Cell Chain, Critical Path buf_16 > buf_4 > buf_4 > buf_4 > buf_4 > buf_4 > buf_4 > buf_12 > buf_4 > buf_4 > mux2i_1 > o22ai_1 > nor4_1 > nand4_1 > o21ai_0 > a21oi_1 > and3_1 > clkdlybuf4s50_1, slowest stage delay, CP 0.68 ns, initial antenna violation count 60, Top-area cell share 0.7830, Adder Area Share 0, CTS tree built, uppermost layer routed met5, postcts setup bufs 0, combinational share of power 0.049, die width 1.025 mm, Synth Cell Area 314200 µm², Fmax 31.80 MHz, Setup CP Type input port to output port, Ys Warns 1, Min-Delay Path Class input port to register, average cell area after synthesis 20.53 µm², post-synthesis cell type count 56, chip area 1051000 µm², Final Core Density 0.3476, count of library flops with an enable pin 8192, Critical Path Source addr[1], Synth area leader edfxtp_1, slowest stage cell, crit path buf_4, GRT overflow 0, FP Core Util 0.3012, maxcap violations 0, Clock Pin Slew Worst Setup and Hold Paths 0.06 ns, Sw Pwr 2.736 mW, layout cells sized above 1 0.2268, wire length per cell 28.84 µm, crit path time final 31.45 ns, Compound Share, Synth 0.03926, mux frac, synth 0.1404, # clock sinks 8192, Crit path required time 44.72 ns, count leader, synth edfxtp_1, Flop pwr share 0.537, RePlAce Congestion 0.8994, Via-to-Cell Ratio 5.088, sw frac 0.2171, Basic Gates by Area 0.02218, Gate Area 65990 µm², Worst Setup EP readData[29], slew at the pin closest to its max-slew limit 1.219 ns, register area 246000 µm², Final ANT Viol Nets 0, H-tree Lvls 6, gr usage total 0.1792, vias 156800, Slew headroom 0.1666, largest net degree at the start of global routing 100, DRT Pass-1 Iters 6, CTS root buf clkbuf_16, Int Power 9.867 mW, final setup TNS 0 ns, global-route wire length before repair 1248 mm, Die Ht 1.025 mm, number of cells in Yosys stat 15300, WL met3 187.6 mm, crit share post-route 0.5625, max-slew violations 0, Cells after Synth 15300, Core Footprint 1043000 µm², met2 WL 391.3 mm, max FFs per register 8192, initial drt markers 11120, routed wire length 888.8 mm, CP Capture Type output port, crit path DAT 20.27 ns, tool warnings 50, Main area contributors edfxtp_1, mux4_2, mux2i_1, vias in the first global route 168500, post-synthesis sequential area ratio 0.7830, Buffers on Ports 74, Setup crit start kind input port, unrepaired setup endpoints after global routing no, Residual DRC 0, # fillers 94800, top flop regs mem: 8192 flops, DRT met1 WL 269.8 mm, yosys xor share 0, synthesis area per yosys 314200 µm², CTS Buf Count 811, hold-fix buffers at CTS 0, post-DP HPWL 512.9 mm, PD cells 34.76 nW/µm², peak supply drop 34.63 µV, Layout area overhead 15.40%, post-CTS sizing 0, power share of the clock group 0.414, deepest clock path buffer count 4, Post-synth ARST share 0, highest net fanout along the worst path 74, Most flops, register mem, Commonest flop edfxtp_1, P_leak 112.7 nW, FP Rows 375, CP most frequent cell buf_4, final setup fails 0, #FFs+latches synth 8192, # IOs 99, Post-synth top cells edfxtp_1, mux2i_1, mux4_2, nor2_1, o22ai_1, run status finished, final reports clean, Largest logic family multiplexers
-- metal layers --
layer	GRT usage	up-vias
li1	-	65740
met4	0.05475	92
met1	0.1816	78730
met2	0.2543	10590
met5	0.03798	-
met3	0.1726	1660
-- cells by family (layout without fill, tap and decap cells) --
| kind of cell | Yosys count | in the layout |
|---|---|---|
| flip-flops | 8192 | 8192 |
| multiplexers | 2920 | 2920 |
| AND-OR/OR-AND | 1877 | 1877 |
| AND/OR/NAND/NOR | 1387 | 1387 |
| buffers and inverters | 927 | 2413 |
| other | 0 | 80 |
-- placed cells by master, fill, tap and decap left out, types with 120 or more instances in the layout --
cell	count
a2111oi_0	145
a211oi_1	181
a21oi_1	383
a221oi_1	123
buf_4	843
clkbuf_1	210
clkbuf_16	818
clkinv_1	216
clkinv_2	120
edfxtp_1	8192
mux2_2	348
mux2i_1	1418
mux4_2	1154
nand2_1	155
nand3_1	166
nand4_1	135
nor2_1	226
nor2_4	254
nor2b_1	188
o21ai_0	349
o22ai_1	416
-- worst max-delay path: cells and delay by family --
kind | cells | cell delay (ns)
buf+inv | 11 | 6.18
mux | 1 | 0.26
compound gates | 3 | 0.56
simple gates | 3 | 1.73
-- layout make-up --
class | instances | area share
multi-input cells | 6184 | 0.1820
diodes | 80 | 0.0005522
clock inverters | 449 | 0.01113
inverters | 3 | 0.00005177
clock buffers | 1028 | 0.05864
flip-flops and latches | 8192 | 0.6785
repair buffers | 933 | 0.02094
well taps | 13950 | 0.04814
-- power by group through the flow --
| stage | combinational, mW | sequential, mW | clock (mW) |
|---|---|---|---|
| CTS | 0.610 | 6.77 | 5.29 |
| global route | 0.652 | 6.77 | 5.52 |
| finish | 0.614 | 6.77 | 5.22 |
-- how the worst min path moves through the flow --
stage	cells after the start	startpoint	end
4_1_cts	1	writeData[24]	mem[228][24]$_DFFE_PP_
5_1_grt	1	writeData[15]	mem[198][15]$_DFFE_PP_
6_report	1	writeData[24]	mem[230][24]$_DFFE_PP_
-- per-stage QoR --
step	total power [mW]	instances	instance area [µm²]	hold WS, ns	setup slack (ns)
4_1_cts	12.67	30740	362300	10.31	24.31
6_report	12.60	30820	362500	10.38	24.45
3_3_place_gp	7.503	29260	337100	11.56	24.39
5_1_grt	12.95	30780	362400	10.36	24.00
3_5_place_dp	7.511	29260	337100	11.57	24.34
2_1_floorplan	7.188	15300	314200	11.28	31.42
Power is estimated from default activity; no workload was simulated.
